===== flow/design.v =====
module perisph_select(
	input [7:0] addr,
	output reg enLED,
	output reg enSW,
	output reg enBTN,
	output reg en7seg,
	output reg en7segMSB,
	output reg en7segLSB,
	output reg sdcm_addr,
	output reg ensdcm,
	output reg mem_io
);
parameter
	LED_ADDR      = 8'h80,
	SW_ADDR       = 8'h81,
	BTN_ADDR      = 8'h84,
	SSEG_ADDR_MSB = 8'h82,
	SSEG_ADDR_LSB = 8'h83,
	SDCM_SADDR    = 8'h90,
	SDCM_DADDR    = 8'h91;
always @(*)
begin
	enLED = 0;
	enSW = 0;
	enBTN = 0;
	en7seg = 0;
	en7segMSB = 0;
	en7segLSB = 0;
	ensdcm = 0;
	mem_io = 0;
	sdcm_addr = 0;
	case(addr)
		LED_ADDR:
		begin
			enLED = 1;
			mem_io = 1;
		end
		SW_ADDR:
		begin
			enSW = 1;
			mem_io = 1;
		end
		BTN_ADDR:
		begin
			enBTN = 1;
			mem_io = 1;
		end
		SSEG_ADDR_MSB:
		begin
			en7seg = 1;
			en7segMSB = 1;
			mem_io = 1;
		end
		SSEG_ADDR_LSB:
		begin
			en7seg = 1;
			en7segLSB = 1;
			mem_io = 1;
		end
		SDCM_SADDR:
		begin
			sdcm_addr = 0;
			ensdcm = 1;
			mem_io = 1;
		end
		SDCM_DADDR:
		begin
			sdcm_addr = 1;
			ensdcm = 1;
			mem_io = 1;
		end
	endcase
end
endmodule

===== flow/run.sh =====
#!/bin/bash
# OpenROAD 26Q1-2900-gdf79404cd8, Yosys 0.63+post, stock flow scripts
make -C /OpenROAD-flow-scripts/flow DESIGN_CONFIG=/design/flow/config.mk WORK_HOME=/design/flow/orfs finish

===== flow/config.mk =====
export PLATFORM = sky130hd
export DESIGN_NAME = perisph_select
export DESIGN_NICKNAME = perisph_select
export VERILOG_FILES = /design/flow/design.v
export SDC_FILE = /design/flow/constraint.sdc
export NUM_CORES = 4
export LEC_CHECK = 1
export CORE_AREA = 10 10 70 70
export DIE_AREA = 0 0 80 80

===== flow/constraint.sdc =====
current_design perisph_select

set clk_period 2.7
set clk_io_pct 0.2

create_clock -name clk0 -period $clk_period

set non_clock_inputs [all_inputs -no_clocks]
set_input_delay [expr $clk_period * $clk_io_pct] -clock clk0 $non_clock_inputs
set_output_delay [expr $clk_period * $clk_io_pct] -clock clk0 [all_outputs]

==> GITHUB_STEP_SUMMARY <==
## PnR job results

| Metric | Value |
|---|---|
| Status | `finished, violations left` |
| Failing checks | `negative setup slack` |
| Setup Slack @ Placement | `-0.2048 ns` |
| DRT Pass-1 Iters | `3` |
| Yosys Warn Count | `1` |
| Compound Share, Synth | `0.1132` |
| Sequential Area | `0 sq um` |
| Via-to-Cell Ratio | `about 2.8` |
| Total of max-cap violations | `0` |
| Top cells excl fill/tap | `8 x clkdlybuf4s50_1, 5 x nor4_2, 5 x dlygate4sd2_1, 4 x buf_4` |
| Worst path slowest cell | `or4b_4` |
| Detailed Route WL | `about 900 um` |
| Fraction of layout cells with a size suffix above 1 | `0.5000` |
| Data required, critical path | `approximately 2.2 ns` |
| HP Start | `addr[5]` |
| Die area | `approximately 6400 sq um` |
| Synthesized area per cell | `about 7.4 sq um` |
| Worst setup SP type | `input port` |
| Critical path's top delay family | `buffers and inverters` |
| First-pass GRT wire length | `between 1000 and 1500 um` |
| Starting density of the core | `0.03883` |
| Non-Filler Instances | `approximately 84` |
| Synthesis-to-layout area growth | `221.7%` |
| Hold Path Depth | `4` |
| WHS Endpoint | `en7segMSB` |
| Fin worst setup slack | `-0.08542 ns` |
| Hold Fails Final Rpt | `0` |
| Hold Crit Class | `in -> out` |
| DR vias | `about 240` |
| Top cell by count, worst path | `clkdlybuf4s50_1` |
| Hold_buf cts | `0` |
| Max Clock Freq | `359.0 MHz` |
| Crit path DAT | `approximately 2.3 ns` |
| Placed cell count | `between 80 and 90` |
| Number of port buffers | `17` |
| Final ANT Viol Nets | `0` |
| Maximum vdd drop | `around 0.034 mV` |
| Measured slew at the worst slew-check pin | `0.3979 ns` |
| Yosys stat area | `132.6 sq um` |
| # setup viols final | `2` |
| Lkg Pwr | `about 0.17 nW` |
| Gpl congestion | `0.7520` |
| RSZ-0062 raised after global routing | `yes` |
| Period utilization | `1.032` |
| Initial antenna violation count | `0` |
| DP HPWL | `~690 um` |
| XOR Share, Synth | `0` |
| Pins Over Slew Limit | `0` |
| Mux frac, synth | `0` |
| Core area | `roughly 3400 sq um` |
| Crit path capture type | `output pin` |
| Initial DRC Count | `9` |
| Tally of OpenROAD warnings | `34` |
| # IOs | `17` |
| Rel. slew slack | `0.7339` |
| Setup TNS Final | `-0.1669 ns` |
| Yosys adder share | `0` |
| Final critical-path required period | `around 2.8 ns` |
| Post-synth seq share | `0` |
| Crit-path max FO | `4` |
| Top cell excl fill/tap | `clkdlybuf4s50_1` |
| Number of remaining DRC errors | `0` |
| Diodes inserted | `0` |
| Die width | `80 um` |
| Crit path cell chain | `clkdlybuf4s50_1 > or4b_4 > nor4_2 > clkdlybuf4s50_1` |
| Setup CP Type | `in -> out` |
| Largest net degree at the start of global routing | `8` |
| Row cnt | `21` |
| Synthesized cell area | `between 100 and 150 sq um` |
| CP bufs+invs | `2` |
| Cell variety after synth | `13` |
| Number of global-route vias before repair | `224` |
| Cell Pwr Density | `between 70 and 80 nW/um^2` |
| Die H | `80 um` |
| Synth Instances | `18` |
| GRT Total Usage | `0.02586` |
| Remaining Overflow, GRT | `0` |
| WL/cell | `about 11 um` |
| # clk buffers | `0` |
| Logic family by area | `simple AND/OR/NAND/NOR gates` |
| Seq cells | `0` |
| Basic Gates by Area | `0.7170` |
| Number of cells in Yosys stat | `18` |
| Slowest stage delay, CP | `about 0.50 ns` |
metal layers:
layer / global-route usage / vias up / wire, um
met5: 0 / - / 0
met4: 0 / 0 / 0
met3: 0.01023 / 0 / 83
met2: 0.03531 / 10 / 358
met1: 0.03889 / 110 / 458
li1: - / 115 / -
per-stage QoR:
stage	power [W]	area (sq um)	utilization	hold slack, ns
2_1_floorplan	0.000008078	132.6	-	1.093
3_3_place_gp	0.00002621	360.3	0.1055	2.110
3_5_place_dp	0.00002723	360.3	0.1055	2.124
4_1_cts	0.00003028	395.4	0.1158	1.765
5_1_grt	0.00003534	426.7	0.1249	1.681
6_report	0.00003314	426.7	0.1249	1.643
where the power goes:
part           switching (W)  internal [W]  total [W]
Combinational      0.0000159     0.0000172  0.0000331
Sequential                 0             0          0
Clock                      0             0          0
cell usage after synthesis:
cell type,count,area [sq um]
inv_1,2,7.510
or4b_4,1,13.76
nor4b_2,1,15.01
clkbuf_1,1,3.750
or2_2,1,6.260
nor3_1,2,10.01
nor4_1,4,25.02
nor4_2,1,12.51
a211oi_1,1,7.510
buf_6,1,11.26
nand2_1,1,3.750
or3b_2,1,8.760
o21a_1,1,7.510
area by class of cell:
cell class                 count  area [sq um]
inverter                       2         7.507
fill                         399          2989
tap                           46         57.56
multi-input combinational     15         172.7
timing repair buffer          21         188.9
worst max-delay path by stage:
stage / to / cells after the start / from / slack [ns]
4_1_cts: en7segLSB / 4 / addr[7] / -0.16
5_1_grt: enLED / 4 / addr[7] / -0.19
6_report: enLED / 4 / addr[7] / -0.09
logic make-up (layout without fill, tap and decap cells):
| logic type | after synthesis | in the layout |
|---|---|---|
| AND/OR/NAND/NOR | 12 | 13 |
| buffers and inverters | 4 | 23 |
| AND-OR/OR-AND | 2 | 2 |
timing repair:
item                       CTS  global route
gates resized               13             9
pin swaps                    2             0
setup buffers                0             2
gates cloned                 1             0
setup endpoints to repair    9             5
No activity file was given, so power comes from the tool's default toggle rates.
