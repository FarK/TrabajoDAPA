[./run.sh]
#!/bin/bash
# OpenROAD 26Q1-2900-gdf79404cd8, Yosys 0.63+post, stock flow scripts
make -C /OpenROAD-flow-scripts/flow DESIGN_CONFIG=/design/flow/config.mk WORK_HOME=/design/flow/orfs finish
[./config.mk]
export PLATFORM = sky130hd
export DESIGN_NAME = unidad_control
export DESIGN_NICKNAME = unidad_control
export VERILOG_FILES = /design/flow/design.v
export SDC_FILE = /design/flow/constraint.sdc
export NUM_CORES = 4
export LEC_CHECK = 1
export CORE_UTILIZATION = 30
[./constraint.sdc]
current_design unidad_control

set clk_period 2.8
set clk_io_pct 0.2

create_clock -name clk0 -period $clk_period [get_ports {clk}]

set non_clock_inputs [all_inputs -no_clocks]
set_input_delay [expr $clk_period * $clk_io_pct] -clock clk0 $non_clock_inputs
set_output_delay [expr $clk_period * $clk_io_pct] -clock clk0 [all_outputs]
[./design.v]
module unidad_control(
	input clk,
	input reset,
	input v,
	input n,
	input z,
	input c,
	input [15:8] ir15_8,
	output reg ipc,
	output reg wpc,
	output reg rpc,
	output reg isp,
	output reg rsp,
	output reg csp,
	output reg dsp,
	output reg cpc,
	output reg wac,
	output reg i_o,
	output reg wmdr,
	output reg wmar,
	output reg wmem,
	output reg rmem,
	output reg wir,
	output reg ws,
	output reg [3:0] op,
	output reg inm,
	output reg wreg,
	output reg rac
);
reg [7:0] current_state,next_state;
parameter
	ST	= 5'b00000,
	LD	= 5'b00001,
	STS	= 5'b00010,
	LDS	= 5'b00011,
	CALL	= 5'b00100,
	RET	= 5'b00101,
	BRXX	= 5'b00110,
	JMP	= 5'b00111,
	ADD	= 5'b01000,
	SUB	= 5'b01010,
	CP	= 5'b01011,
	MOV	= 5'b01111,
	CLC	= 5'b10010,
	SEC	= 5'b10011,
	ROR	= 5'b10100,
	ROL	= 5'b10101,
	STOP	= 5'b10111,
	ADDI	= 5'b11000,
	SUBI	= 5'b11010,
	CPI	= 5'b11011,
	LDI	= 5'b11111;
parameter
	INITIAL	= 0,
	FETCH	= 1,
	DECODE	= 2,
	ST1	= 3,
	ST2	= 4,
	ST3	= 5,
	LD1	= 6,
	LD2	= 7,
	LD3	= 8,
	STS1	= 9,
	STS2	= 10,
	STS3	= 11,
	LDS1	= 12,
	LDS2	= 13,
	LDS3	= 14,
	CALL1	= 15,
	CALL2	= 16,
	RET1	= 17,
	RET2	= 18,
	RET3	= 19,
	BR_JUMP = 20,
	JMP1	= 21,
	ADD1	= 22,
	SUB1	= 23,
	CP1	= 24,
	MOV1	= 25,
	ROR1	= 26,
	ROL1	= 27,
	ADDI1	= 28,
	SUBI1	= 29,
	LDI1	= 30,
	ERROR	= 31;
parameter
	EQ = 3'b000,
	CS = 3'b001,
	VS = 3'b010,
	LT = 3'b011;
always @(posedge clk)
begin
	if(reset)
		current_state <= INITIAL;
	else
		current_state <= next_state;
end
always @(*)
begin
	ipc = 0;
	wpc = 0;
	rpc = 0;
	isp = 0;
	rsp = 0;
	csp = 0;
	dsp = 0;
	cpc = 0;
	wac = 0;
	i_o = 0;
	wmdr= 0;
	wmar= 0;
	wmem= 0;
	rmem= 0;
	wir = 0;
	ws  = 0;
	op  = 0;
	inm = 0;
	wreg= 0;
	rac = 0;
	case(current_state)
		INITIAL:
		begin
			csp = 1;
			cpc = 1;
			next_state = FETCH;
		end
		FETCH:
		begin
			wir = 1;
			ipc = 1;
			next_state = DECODE;
		end
		DECODE:
		case (ir15_8[15:11])
			ST:	 
			begin
				op  = 4'b0111;
				wac = 1;
				next_state = ST1;
			end
			LD:	 
			begin
				op  = 4'b1111;
				wac = 1;
				next_state = LD1;
			end
			STS:	 
			begin
				inm = 1;
				op  = 4'b1111;
				wac = 1;
				next_state = STS1;
			end
			LDS:	 
			begin
				inm = 1;
				op  = 4'b1111;
				wac = 1;
				next_state = LDS1;
			end
			CALL:	 
			begin
				rsp  = 1;
				wmar = 1;
				dsp  = 1;
				inm  = 1;
				op   = 4'b1111;
				wac  = 1;
				next_state = CALL1;
			end
			RET:	 
			begin
				isp  = 1;
				next_state = RET1;
			end
			BRXX:	 
			begin
				inm  = 1;
				op   = 4'b1111;
				wac  = 1;
				if(ir15_8[10:8] == EQ && z)
					next_state = BR_JUMP;
				else if(ir15_8[10:8] == CS && c)
					next_state = BR_JUMP;
				else if(ir15_8[10:8] == VS && v)
					next_state = BR_JUMP;
				else if(ir15_8[10:8] == LT && (n ^ v))
					next_state = BR_JUMP;
				else
					next_state = FETCH;
			end
			JMP:	 
			begin
				inm  = 1;
				op   = 4'b1111;
				wac  = 1;
				next_state = JMP1;
			end
			ADD:	 
			begin
				op  = 4'b1000;
				wac = 1;
				ws = 1;
				next_state = ADD1;
			end
			SUB:	 
			begin
				op  = 4'b1010;
				wac = 1;
				ws = 1;
				next_state = SUB1;
			end
			CP:	 
			begin
				op  = 4'b0110;
				wac = 1;
				next_state = CP1;
			end
			MOV:	 
			begin
				op   = 4'b1111;
				wac = 1;
				next_state = MOV1;
			end
			CLC:	 
			begin
				op = 4'b0000;
				ws = 1;
				next_state = FETCH;
			end
			SEC:	 
			begin
				op = 4'b0001;
				ws = 1;
				next_state = FETCH;
			end
			ROR:	 
			begin
				op = 4'b0100;
				wac = 1;
				ws = 1;
				next_state = ROR1;
			end
			ROL:	 
			begin
				op = 4'b0101;
				wac = 1;
				ws = 1;
				next_state = ROL1;
			end
			ADDI:	 
			begin
				op = 4'b1000;
				inm = 1;
				wac = 1;
				ws = 1;
				next_state = ADDI1;
			end
			SUBI:	 
			begin
				op = 4'b1010;
				inm = 1;
				wac = 1;
				ws = 1;
				next_state = SUBI1;
			end
			CPI:	 
			begin
				op = 4'b1010;
				inm = 1;
				ws = 1;
				next_state = FETCH;
			end
			LDI:	 
			begin
				inm = 1;
				op  = 4'b1111;
				wac = 1;
				next_state = LDI1;
			end
			STOP: next_state = DECODE;
			default: next_state = ERROR;  
		endcase
		ST1:	 
		begin
			rac = 1;
			wmar = 1;
			op  = 4'b1111;
			wac = 1;
			next_state = ST2;
		end
		ST2:	 
		begin
			rac = 1;
			wmdr = 1;
			next_state = ST3;
		end
		ST3:	 
		begin
			wmem = 1;
			wmdr = 0;
			i_o = 0;
			next_state = FETCH;
		end
		LD1:	 
		begin
			rac = 1;
			wmar = 1;
			next_state = LD2;
		end
		LD2:	 
		begin
			rmem = 1;
			wmdr = 1;
			i_o = 1;
			next_state = LD3;
		end
		LD3:	 
		begin
			i_o = 1;
			wreg = 1;
			next_state = FETCH;
		end
		STS1:	 
		begin
			rac = 1;
			wmar = 1;
			op  = 4'b0111;
			wac = 1;
			next_state = STS2;
		end
		STS2:	 
		begin
			rac = 1;
			wmdr = 1;
			next_state = STS3;
		end
		STS3:	 
		begin
			wmem = 1;
			wmdr = 0;
			i_o = 0;
			next_state = FETCH;
		end
		LDS1:	 
		begin
			rac = 1;
			wmar = 1;
			next_state = LDS2;
		end
		LDS2:	 
		begin
			rmem = 1;
			wmdr = 1;
			i_o = 1;
			next_state = LDS3;
		end
		LDS3:	 
		begin
			i_o = 1;
			wreg = 1;
			next_state = FETCH;
		end
		CALL1:	 
		begin
			rpc = 1;
			wmdr = 1;
			next_state = CALL2;
		end
		CALL2:	 
		begin
			wmem = 1;
			rac = 1;
			wpc = 1;
			next_state = FETCH;
		end
		RET1:	 
		begin
			rsp  = 1;
			wmar = 1;
			next_state = RET2;
		end
		RET2:	 
		begin
			rmem = 1;
			wmdr = 1;
			i_o  = 1;
			next_state = RET3;
		end
		RET3:	 
		begin
			i_o = 1;
			wpc = 1;
			next_state = FETCH;
		end
		BR_JUMP:	 
		begin
			rac = 1;
			wpc = 1;
			next_state = FETCH;
		end
		JMP1:	 
		begin
			rac = 1;
			wpc = 1;
			next_state = FETCH;
		end
		ADD1:	 
		begin
			rac  = 1;
			wreg = 1;
			next_state = FETCH;
		end
		SUB1:	 
		begin
			rac  = 1;
			wreg = 1;
			next_state = FETCH;
		end
		CP1:	 
		begin
			rac  = 1;
			wreg = 1;
			next_state = FETCH;
		end
		MOV1:	 
		begin
			rac  = 1;
			wreg = 1;
			next_state = FETCH;
		end
		ROR1:	 
		begin
			rac  = 1;
			wreg = 1;
			next_state = FETCH;
		end
		ROL1:	 
		begin
			rac  = 1;
			wreg = 1;
			next_state = FETCH;
		end
		ADDI1:	 
		begin
			rac  = 1;
			wreg = 1;
			next_state = FETCH;
		end
		SUBI1:	 
		begin
			rac  = 1;
			wreg = 1;
			next_state = FETCH;
		end
		LDI1:	 
		begin
			rac = 1;
			wreg = 1;
			next_state = FETCH;
		end
		default:
			next_state = INITIAL;
	endcase
end
endmodule
==> changes_impl.md <==
## Flow update

* Fraction of registers with async set/reset at 0
* Tally of OpenROAD warnings at 26
* Reg-to-Reg End: current_state[0]
* Top flop regs: current_state x5
* Number of DRC violations after detailed routing at 0
* Die area at 0.00469 mm2
* Synth-to-Final Area Change at 57.3%
* Cells in synth_stat.txt at 216
* VDD IR max at approximately 0.27 mV
* Final number of setup-violating endpoints at 0
* Required time reported for the critical path endpoint at 2.24 ns
* Fraction of the yosys area taken by sequential cells at 0.0755
* Worst skew pair latency at 0.22 ns
* Global-route total usage across every layer at 0.200
* Unrepaired setup endpoints after global routing: true
* Min-Delay Endpoint: current_state[1]
* Cell at the root of the clock tree: sky130_fd_sc_hd__clkbuf_8
* Largest Register: current_state
* Area figure in the yosys stat output at ~0.0013 mm2
* Least-Margin Pin Slew at between 0.3 and 0.4 ns
* HPWL after detailed placement at ~3200 um
* Period minus WS final at ~2.8 ns
* Endpoint type of the worst setup path: primary output
* H-tree Lvls at 1
* Final instance area at 0.00208 mm2
* Startpoint of the worst register-to-register path: current_state[2]
* Critical Path Fanout Max at 6
* Period utilization at 0.988
* Outcome: finished, final reports clean
* Critical path, cell by cell: clkdlybuf4s50_1 -> inv_2 -> a311oi_1 -> a31oi_1 -> a21oi_1 -> o211a_1 -> clkdlybuf4s50_1
* Most used DFF post-synth: sky130_fd_sc_hd__dfxtp_1
* Worst hold path type: reg2reg
* Flip-flops with a built-in enable at 0
* TritonCTS Buffers at 3
* Type of the worst setup path: in2out
* Placement row count at 23
* Highest routing layer actually used: met3
* Hold violation total from the final report at 0
* Wire length of the first global-routing pass at ~7000 um
* Flops after synth at 5
* Setup tns final at 0 ns
* Reg2reg setup slack at 1.05 ns
* Area of the core at 0.00412 mm2
* Fraction of layout instances using a drive strength above 1 at 0.236
* Delay of the slowest cell on the worst path at 0.49 ns
* Number of inserted diodes at 0
* Final core occ at 0.507
* Top achievable clock speed at around 0.36 GHz
* Width of the chip at 68.5 um
* CTS tree: done
* Cell with the largest stage delay on the worst path: sky130_fd_sc_hd__clkdlybuf4s50_1
* Setup crit start kind: input pin
* Share of the core filled by cells before placement at 0.322
* Drt initial violations at 172
* Pin count of the biggest net entering global routing at 22
* Mean instance size in the synthesized netlist at 6.13 um2
* First-pass iteration count of the detailed router at 4
* Number of cells on the worst reg-to-reg path at 5
* Routed wl met3 at 316 um
* Number of distinct standard cells referenced by the synthesized netlist at 51
* Via count of the first global-routing pass at between 1.5k and 2k
* Die Y-Extent at 68.5 um
* Global placer's final weighted congestion at 0.967
* Post-Route M1 WL at 2150 um
* Number of top-level pins at 37
* Initial antenna violation count at 0
* Inst Count DP at 318
* Synthesized instance count at 216
* Routed met2 length at 1920 um
* Worst-path clk slew at 0.03 ns
* Leakage power figure at 0.854 nW
* Aggregate global routing overflow at 0
* Post-Syn Area at 0.00133 mm2
* Commonest non-fill, non-tap cells in the layout: sky130_fd_sc_hd__buf_4, sky130_fd_sc_hd__clkdlybuf4s50_1, sky130_fd_sc_hd__nor2_1, sky130_fd_sc_hd__nand2_1, sky130_fd_sc_hd__a21oi_1
* Total power draw at ~1.3 mW
* Most frequent logic cell in the layout: sky130_fd_sc_hd__buf_4
* Instance area at placement at 0.00192 mm2
* Setup clock skew after layout at approximately 0.00089 ns
* Most common cell type on the critical path: sky130_fd_sc_hd__clkdlybuf4s50_1
* Non-filler cells in the finished layout at 334
* Total number of vias at 1830
* Number of clock sinks at 5
* Power density over the cells at 604 mW/mm2
* Detailed-route wire length per cell at 13.1 um
* Final Max-Slew Violation Tally at 0
* Hold Crit Depth at 1
* Tally of max-capacitance violations at 0
* Final routed wirelength across all metal layers at between 4000 and 5000 um
* Max FFs per register at 5
* Clk buf depth at 2
* Synth warnings at 1
* Slew Limit Headroom at 0.753
* Total of buffers placed on input and output ports at 36
* Count of antenna-violating nets left after detailed routing at 0
* Startpoint of the tightest hold check path: current_state[0]
* Worst Path Arrival at 2.21 ns
* Drt via density at 5.48
cell usage after synthesis (2+ instances only):
cell type	number	area, um2
sky130_fd_sc_hd__dfxtp_1	5	100
sky130_fd_sc_hd__mux2i_1	4	40.0
sky130_fd_sc_hd__nor2b_1	6	37.5
sky130_fd_sc_hd__xnor2_1	4	35.0
sky130_fd_sc_hd__and3_1	3	18.8
sky130_fd_sc_hd__a311oi_1	3	26.3
sky130_fd_sc_hd__nand4_1	3	18.8
sky130_fd_sc_hd__o22ai_1	3	18.8
sky130_fd_sc_hd__a221oi_1	3	26.3
sky130_fd_sc_hd__nor3_1	4	20.0
sky130_fd_sc_hd__inv_2	3	11.3
sky130_fd_sc_hd__nor2_1	26	97.6
sky130_fd_sc_hd__o21ai_0	17	85.1
sky130_fd_sc_hd__a22oi_1	2	15.0
sky130_fd_sc_hd__inv_1	4	15.0
sky130_fd_sc_hd__o31ai_1	2	15.0
sky130_fd_sc_hd__a211oi_1	6	45.0
sky130_fd_sc_hd__clkbuf_1	2	7.51
sky130_fd_sc_hd__a21oi_1	20	100
sky130_fd_sc_hd__nand2_1	21	78.8
sky130_fd_sc_hd__nor3b_1	2	15.0
sky130_fd_sc_hd__nand2b_1	7	43.8
sky130_fd_sc_hd__or3_1	3	18.8
sky130_fd_sc_hd__buf_1	3	11.3
sky130_fd_sc_hd__nand3_1	12	60.1
sky130_fd_sc_hd__nand3b_1	2	15.0
sky130_fd_sc_hd__a31oi_1	4	25.0
sky130_fd_sc_hd__o21a_1	3	22.5
sky130_fd_sc_hd__buf_2	13	65.1
sky130_fd_sc_hd__buf_4	3	22.5
sky130_fd_sc_hd__o211ai_1	3	22.5
where the power goes:
group | leakage [nW] | total (mW) | internal [mW] | switching [mW]
clock | 0.0228 | 0.129 | 0.0974 | 0.0320
sequential | 0.0420 | 0.138 | 0.0994 | 0.0385
combinational | 0.789 | 0.992 | 0.528 | 0.463
total | 0.854 | 1.26 | 0.725 | 0.534
cell families (layout without fill, tap and decap cells):
| kind of cell | count (synthesis) | after routing | synth area share |
|---|---|---|---|
| xor+xnor | 5 | 5 | 0.0330 |
| compound gates | 76 | 76 | 0.375 |
| mux | 5 | 5 | 0.0415 |
| buf+inv | 29 | 97 | 0.109 |
| flops | 5 | 5 | 0.0755 |
| simple gates | 96 | 96 | 0.366 |
metrics by stage:
| stage | hold WS (ns) | worst slack, ns |
|---|---|---|
| after floorplan | 0.609 | 0.823 |
| after global placement | 0.759 | -0.131 |
| after detailed placement | 0.759 | -0.147 |
| after CTS | 0.767 | 0.0328 |
| after global routing | 0.731 | -0.0429 |
| final | 0.682 | 0.0346 |
worst max path at each step:
stage | startpoint | end | cells after the start
6_report | ir15_8[15] | op[3] | 7
5_1_grt | ir15_8[14] | wmar | 9
4_1_cts | ir15_8[15] | op[3] | 7
routing by layer:
layer  GRT usage  vias up
met5           0        -
met4      0.0156        0
met3      0.0186        0
met2       0.300       72
met1       0.316      816
li1            -      942
critical path: cells and delay by family:
kind                   cells  cell delay (ns)
AOI/OAI and AO/OA          4             0.61
buffers and inverters      3             1.02
repair_timing:
item,4_1_cts,5_1_grt
hold buffers,0,0
setup buffers,11,1
endpoints found under the setup margin,11,4
cloned,0,0
resized,17,6
pin swaps,6,2
cell type report:
type,count,area (um2)
Inverter,7,26.3
Tap cell,50,62.6
Timing Repair Buffer,86,741
Sequential cell,5,103
Fill cell,403,2030
Clock buffer,4,45.0
Multi-Input combinational cell,182,1110
Power is estimated from default activity; no workload was simulated.
